**flow/config.mk**
```make
export PLATFORM = sky130hd
export DESIGN_NAME = systolicArray
export DESIGN_NICKNAME = systolicArray
export VERILOG_FILES = /design/flow/design.v
export SDC_FILE = /design/flow/constraint.sdc
export NUM_CORES = 4
export LEC_CHECK = 1
export CORE_AREA = 10 10 84 84
export DIE_AREA = 0 0 94 94
```
**flow/constraint.sdc**
```tcl
current_design systolicArray

set clk_period 1.5
set clk_io_pct 0.2

create_clock -name clk0 -period $clk_period [get_ports {clk}]

set non_clock_inputs [all_inputs -no_clocks]
set_input_delay [expr $clk_period * $clk_io_pct] -clock clk0 $non_clock_inputs
set_output_delay [expr $clk_period * $clk_io_pct] -clock clk0 [all_outputs]
```
**flow/design.v**
```verilog
module PE (
    input               clk,
    input               rst_n,
    input               en,
    input  [7:0]        A_in,
    input  [7:0]        B_in,
    output reg          done,
    output reg          start,
    output reg [7:0]    A_out,
    output reg [7:0]    B_out,
    output reg [15:0]   C_out
);
    parameter IDLE    = 2'b00;
    parameter READ    = 2'b01;
    parameter COMPUTE = 2'b10;
    parameter DONE    = 2'b11;
    reg [1:0] CurrentState, NextState;
    reg [7:0] A_reg, B_reg;
    reg [15:0]  product;
    reg [15:0]  accumulate;
    reg finish;
    always @(posedge clk) begin
        if (!rst_n) begin
            CurrentState <= IDLE;
        end else begin
            CurrentState <= NextState;
        end
    end
    always @(*) begin
        case (CurrentState)
            IDLE:
                if (en) begin
                    NextState <= READ;
                end else begin
                    NextState = IDLE;
                end
            READ:
                NextState = COMPUTE;
            COMPUTE:
                if (finish) begin
                    NextState = DONE;
                end else begin
                    NextState = COMPUTE;    
                end
            DONE:
                     NextState = IDLE;
            default:
                NextState = IDLE;
        endcase
    end
    always @(posedge clk) begin
        if (!rst_n) begin
            product <= 0;
            accumulate <= 0;
            A_out <= 0;
            B_out <= 0;
            C_out <= 0;
            start <= 0;
            done <= 0;
            finish <= 0;
        end else begin
            case (CurrentState)
                IDLE: begin
                    start <= 1;
                    done <= 0;
                    finish <= 0;  
                end
                READ: begin
                    start <= 0;
                    A_reg <= A_in;
                    B_reg <= B_in;
                end
                COMPUTE: begin
                    if(!finish) begin
                    product <= (A_reg * B_reg);
                    accumulate <= accumulate + product;
                    finish <= 1;
                    end
                end
                DONE: begin
                    A_out <= A_reg;
                    B_out <= B_reg;
                    C_out <= accumulate;
                    done <= 1;
                    finish <= 0;   
                end
                default: begin
                    product <= 0;
                    accumulate <= 0;
                end
            endcase
        end
    end
endmodule
            module systolicArray#(
                parameter N = 3,
                parameter DATA_WIDTH = 8  ,
                parameter ACC_WIDTH  = 16 
            )(
                input               clk,
                input               rst_n,
                input               en,
                input               [DATA_WIDTH-1:0]  A_W0,
                input               [DATA_WIDTH-1:0]  A_W1,
                input               [DATA_WIDTH-1:0]  A_W2,
                input               [DATA_WIDTH-1:0]  B_N0,
                input               [DATA_WIDTH-1:0]  B_N1,
                input               [DATA_WIDTH-1:0]  B_N2,
                output reg          [N*N*ACC_WIDTH - 1:0] Z,
                output reg          done
            );
            reg [7:0]  activation [0:5];
            always @(posedge clk) begin
                activation [0] <= A_W0;
                activation [1] <= A_W1;
                activation [2] <= A_W2;
                activation [3] <= B_N0;
                activation [4] <= B_N1;
                activation [5] <= B_N2;
            end
            wire [7:0] A0_East, A1_East, A3_East, A4_East, A6_East, A7_East;
            wire [7:0] B0_South, B1_South, B2_South, B3_South, B4_South, B5_South;
            wire [15:0] Z00, Z01, Z02, Z10, Z11, Z12, Z20, Z21, Z22 ;
            reg [3:0] count;
                PE PE00(
                    .clk    (clk),
                    .rst_n  (rst_n),
                    .en     (en),
                    .A_in     (activation [0]),  
                    .B_in     (activation [3]),
                    .A_out  (A0_East),
                    .B_out  (B0_South),
                    .C_out  (Z00)
                );
                PE PE01(
                    .clk    (clk),
                    .rst_n  (rst_n),
                    .en     (en),
                    .A_in   (A0_East),
                    .B_in     (activation [4]),
                    .A_out  (A1_East),
                    .B_out  (B1_South),
                    .C_out  (Z01)
                );
                PE PE02(
                    .clk    (clk),
                    .rst_n  (rst_n),
                    .en     (en),
                    .A_in   (A1_East),
                    .B_in     (activation [5]),
                    .A_out  (),
                    .B_out  (B2_South),
                    .C_out  (Z02)
                );
                PE PE10(
                    .clk    (clk),
                    .rst_n  (rst_n),
                    .en     (en),
                    .A_in     (activation [1]),  
                    .B_in   (B1_South),
                    .A_out  (A3_East),
                    .B_out  (B3_South),
                    .C_out  (Z10)
                );
                PE PE11(
                    .clk    (clk),
                    .rst_n  (rst_n),
                    .en     (en),
                    .A_in   (A3_East),
                    .B_in   (B1_South),
                    .A_out  (A4_East),
                    .B_out  (B4_South),
                    .C_out  (Z11)
                );
                PE PE12(
                    .clk    (clk),
                    .rst_n  (rst_n),
                    .en     (en),
                    .A_in   (A4_East),
                    .B_in   (B2_South),
                    .A_out  (),
                    .B_out  (B5_South),
                    .C_out  (Z12)
                );
                PE PE20(
                    .clk    (clk),
                    .rst_n  (rst_n),
                    .en     (en),
                    .A_in     (activation [2]),  
                    .B_in   (B3_South),
                    .A_out  (A6_East),
                    .B_out  (),
                    .C_out  (Z20)
                );
                PE PE21(
                    .clk    (clk),
                    .rst_n  (rst_n),
                    .en     (en),
                    .A_in   (A6_East),
                    .B_in   (B4_South),
                    .A_out  (A7_East),
                    .B_out  (),
                    .C_out  (Z21)
                );
                PE PE22(
                    .clk    (clk),
                    .rst_n  (rst_n),
                    .en     (en),
                    .A_in   (A7_East),
                    .B_in   (B5_South),
                    .A_out  (),
                    .B_out  (),
                    .C_out  (Z22)
                );
                always @(posedge clk) begin
                    if(!rst_n) begin
                        done  <= 0;
                        count <= 0;
                    end else begin
                        if(count == 5) begin
                            done <=1;
                            count <= 0;
                        end else begin
                            count <= count +1;
                        end
                    end
                end
                endmodule
```
**flow/run.sh**
```bash
#!/bin/bash
# OpenROAD 26Q1-2900-gdf79404cd8, Yosys 0.63+post, stock flow scripts
make -C /OpenROAD-flow-scripts/flow DESIGN_CONFIG=/design/flow/config.mk WORK_HOME=/design/flow/orfs finish
```
==> run notes <==
Results of the run.

The global-route wire length before repair is 2710 um. The type of the worst min-delay path is reg -> reg. Clock tree synthesis selected as its root buffer the cell clkbuf_8. The warning count from the yosys run is 148. The critical path buffer and inverter count is 1. The ratio of routed vias to standard cells is between 2 and 2.5. The number of maximum-capacitance violations is 0. For the worst reg-to-reg path, the endpoint reported by OpenROAD is done. The post-synthesis register bit count is 5. The cell area power density is 489 mW/mm^2. Summed over all failing endpoints, the final setup total negative slack is 0 ns. Setup repair after global routing left no endpoint under its margin. The number of buffers added to fix hold violations after cts is 0. In this run the post-CTS setup repair buffer count came out at 0. The clock latency at the later pin of the worst-skew pair is 0.22 ns.

The number of instances resized during post-cts repair is 0. The number of H-tree levels is 1. The power report shows net switching accounting for 24.1% of the total. The final setup violation count is 0. After detailed routing, the total wire length is 2220 um.

The slack of the worst reg-to-reg path is 0.42 ns. The area of the core region is 0.00520 sq mm. The count of warning messages emitted by the tools is between 70 and 80. VDD sags by at most 0.000295 V.

In this run the most critical hold path is launched from done. The post-synthesis cell count from yosys is ~170. The global placement routability congestion is 0.591. The highest-count logic cell in the final layout is conb_1. The width of the chip is roughly 94 um.

The run finished with clean final reports. The proportion of power drawn by the clock network is 55.3%. Clock tree synthesis found a total of 5 sinks.

The sort of element at the start of the critical path is a register. Max fanout on the critical path was recorded as 2. Clock tree synthesis inserted a total of 3 buffers. Per the detail_route report, routed wire per instance is approximately 9 um.

In the post-route analysis, the smallest setup slack over all paths is 0.208 ns. The final worst clock skew is 0.000848 ns. The final hold violation count recorded for this run is 0. As logged by OpenROAD, the buffers inserted on ports number 2.

The count of antenna-violating nets left after detailed routing is 0. The sequential fraction of design power is 33.6%. The iteration-0 DRC count of the detailed router is 1.

The worst setup path is captured at an output pin. The category of the critical setup timing path is reg -> out. The number of distinct library cells after synthesis is 15.

Walking the worst path, the cells encountered are clkdlybuf4s50_1. In this run the power spent charging and discharging nets is 0.000108 W. Clock-pin slew was measured on the worst setup and hold paths at 0.03 ns.

The mean instance size in the synthesized netlist is 7.89 sq um. Once the floorplan was initialized, standard cells occupied 25.0% of the core. For the finished layout, the period the worst path requires is 1.29 ns. The number of max-slew violations in the final report is 0.

The data required time of the critical path is around 1.2 ns. The largest single stage delay on the critical path is 0.46 ns. The sequential share of the synthesized area is 7.68%. The initial antenna violation count is 0. The terminating pin of the worst hold path is done. The vertical die dimension reported for this design is 94 um.

The script extracted a total leakage power of 0.575 nW. The maximum achievable frequency is 0.774 GHz. The post-synthesis to final-layout area growth is -30.1%. Entering global routing, the biggest net connects 7 pins.

The final route contains 524 vias. In the power breakdown, the internal column shows 0.000338 W. The repair_antennas step left the layout with diodes totalling 0.

TritonCTS built the clock tree. Per the timing report, the most critical flop-to-flop path originates at count[1]. Post-synthesis, Yosys gives the total cell area as between 0.001 and 0.0015 sq mm. The data arrival at the endpoint of the critical path is about 0.99 ns. Hold analysis shows the worst path with a depth of 1. The total overflow reported by the global router is 0. The top-level port count is around 200. The synthesized instance count is 165.

The library cells used most frequently in the layout, excluding fill and tap cells, are conb_1, dfxtp_1, clkbuf_8. The final critical path takes up 86.1% of the cycle. The timing report shows that the slowest cell on the worst path is clkdlybuf4s50_1. Row generation in the floorplan step produced 26 rows. The worst slack at placement is 0.232 ns. The maximum buffer depth of the clock tree is 2. The synthesized netlist occupies a cell area of ~0.0013 sq mm. Across every metal layer, demand over resource in global routing totals 3.55%. The total DRC errors in the routed layout is 0. The first-pass iteration count of the detailed router is 2. The depth of the worst register-to-register path is 5. The number of global-route vias before repair came to 666. The final core utilization is 17.5%. The chip occupies 0.00884 sq mm.

Among cell families on the critical path, the largest total delay comes from buffers and inverters. Once detailed placement completed, the half-perimeter wirelength came to 2110 um. In this run, the combinational gates consume 11.1% of the power. The layout summary lists the proportion of cells stronger than drive strength 1 as 2.94%.
-- per-stage QoR --
stage	total power [W]	instance area (sq um)	cells	hold WS [ns]
2_1_floorplan	0.000433	1840	308	0.418
3_3_place_gp	0.000211	866	236	0.446
3_5_place_dp	0.000211	866	236	0.453
4_1_cts	0.000465	911	240	0.461
5_1_grt	0.000486	911	240	0.468
6_report	0.000445	911	240	0.457
-- cells by family after synthesis --
| group | count (synthesis) | synth area share (%) |
|---|---|---|
| AOI/OAI and AO/OA | 3 | 1.83 |
| adders and majority gates | 2 | 1.92 |
| buffers and inverters | 146 | 83.6 |
| DFF | 5 | 7.69 |
| other | 1 | 0.288 |
| and+or+nand+nor | 8 | 4.71 |
-- power groups by stage --
stage,Sequential [W],Clock (W),Combinational [W]
finish,0.000149,0.000246,0.0000494
global route,0.000151,0.000261,0.0000747
CTS,0.000150,0.000255,0.0000609
-- how the worst max path moves through the flow --
stage         start    to  slack, ns  cells past startpoint
finish         done  done       0.21                      1
CTS            done  done       0.20                      1
global route   done  done       0.20                      1
-- synthesized netlist by cell type --
cell type | n | area share, %
a21boi_0 | 1 | 0.58
a31o_1 | 1 | 0.67
buf_4 | 144 | 83
conb_1 | 1 | 0.29
dfxtp_1 | 5 | 7.7
ha_1 | 2 | 1.9
inv_1 | 2 | 0.58
nand2_1 | 1 | 0.29
nand2b_1 | 1 | 0.48
nand3_2 | 1 | 0.77
nand3b_1 | 1 | 0.58
nor2_1 | 1 | 0.29
nor3b_1 | 2 | 1.2
nor4b_2 | 1 | 1.2
o21a_1 | 1 | 0.58
-- registers in the layout, indices dropped and copies added, names as in the netlist --
name   count
count      4
done       1
-- layout make-up --
type                       count  area (sq um)
sequential                     5           100
timing repair buffer           2          20.0
fill                         570          4290
clock buffer                   4          45.0
tap                           70          87.6
multi-input combinational    157           651
inverter                       2          7.51
-- metal layers --
metal | share of wire, % | routed length, um | track usage [%] | up-vias
met5 | 0 | 0 | 0 | -
met3 | 18 | 390 | 2.34 | 4
met2 | 50 | 1100 | 6.45 | 81
li1 | - | - | - | 224
met1 | 32 | 699 | 3.20 | 215
met4 | 1.1 | 25 | 0.759 | 0
Power figures rest on the tool's default switching activity, not on a simulated workload.
